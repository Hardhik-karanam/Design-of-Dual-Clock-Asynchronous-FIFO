### flow/design.v
module FIFO #(parameter DATA_SIZE = 8 , parameter ADDR_SIZE = 4) 
(   
	input w_en, w_clk, w_rst_n,     
    input [DATA_SIZE-1:0] w_data,
    input r_en, r_clk, r_rst_n,        
    output [DATA_SIZE-1:0] r_data,
    output full,
	output empty
    );
wire [ADDR_SIZE-1:0] w_addr, r_addr;
wire [ADDR_SIZE:0] w_ptr, r_ptr;
reg  [ADDR_SIZE:0] w_ptr_1, r_ptr_1;
reg [ADDR_SIZE:0] r_ptr_sync, w_ptr_sync;
reg [DATA_SIZE-1:0] mem [0:1<<ADDR_SIZE-1];
assign r_data = mem[r_addr];
always @(posedge w_clk)
if (w_en && !full) mem[w_addr] <= w_data;
read_pointer #(.ADDR_SIZE(4)) 
    read_pointer_inst(  
            .w_ptr(w_ptr_sync),
	        .r_en(r_en), 
            .r_clk(r_clk),
            .r_rst_n(r_rst_n),
            .empty(empty),
	        .r_addr(r_addr),
	        .r_ptr(r_ptr)
);
 always@(posedge r_clk or negedge r_rst_n) begin
    if (!r_rst_n) begin
        r_ptr_1     <= 0;
        r_ptr_sync  <= 0;
    end 
    else begin
        r_ptr_1     <= r_ptr;
        r_ptr_sync  <= r_ptr_1;
    end
    end
write_pointer #(.ADDR_SIZE(4)) write_pointer_inst
(
    .full(full),
    .w_addr(w_addr),
    .w_ptr(w_ptr),
    .r_ptr(r_ptr_sync),
    .w_en(w_en),
    .wclk(w_clk),
    .w_rst_n(w_rst_n)
);
always@(posedge w_clk or negedge w_rst_n) begin
    if (!w_rst_n) begin
        w_ptr_1     <= 0;
        w_ptr_sync  <= 0;
    end 
    else begin
        w_ptr_1     <= w_ptr;
        w_ptr_sync  <= w_ptr_1;
    end
end
endmodule
module gray_to_bin #(parameter WIDTH = 4) (
    input [WIDTH-1:0] gray,
    output reg [WIDTH-1:0] bin
);
    integer i;
    always @* begin
        bin[WIDTH-1] = gray[WIDTH-1];  
        for (i = WIDTH-2; i >= 0; i = i - 1) begin
            bin[i] = bin[i+1] ^ gray[i];
        end
    end
endmodule
module bin_to_gray #(parameter WIDTH = 4) (
    input [WIDTH-1:0] bin,
    output [WIDTH-1:0] gray
);
    assign gray = (bin >> 1) ^ bin;
endmodule
module read_pointer #(parameter ADDR_SIZE = 4)
(  
    input [ADDR_SIZE :0] w_ptr,
	input r_en, r_clk, r_rst_n,
    output reg empty,
	output [ADDR_SIZE-1:0] r_addr,
	output reg [ADDR_SIZE :0] r_ptr
);
reg [ADDR_SIZE:0] rbin;
wire [ADDR_SIZE:0] gray_next, bin_next;
assign bin_next = rbin + (~empty & r_en);     
bin_to_gray #(ADDR_SIZE+1) bin2gray (
    .bin(bin_next),
    .gray(gray_next)
); 
always @(posedge r_clk or negedge r_rst_n) begin
    if (!r_rst_n) begin
        rbin <= 0;
        r_ptr <= 0;
    end else begin
        rbin <= bin_next;
        r_ptr <= gray_next;
    end
end
assign r_addr = rbin[ADDR_SIZE-1:0];
wire empty_temp;
assign empty_temp = (gray_next == w_ptr);
always @(posedge r_clk or negedge r_rst_n) begin
    if (!r_rst_n) begin
        empty <= 1'b1;
    end else begin
        empty <= empty_temp;
    end
end
endmodule
module top #(parameter DATA_SIZE = 8, parameter ADDR_SIZE = 4) (
    input w_clk, r_clk, w_rst_n, r_rst_n,
    input w_en, r_en,
    output [DATA_SIZE-1:0] r_data
);
    wire full, empty;
    wire [DATA_SIZE-1:0] fifo_r_data;
    reg [DATA_SIZE-1:0] w_data;
    integer i, j;
    FIFO #(.DATA_SIZE(DATA_SIZE), .ADDR_SIZE(ADDR_SIZE)) fifo_inst (
        .w_en(w_en),
        .w_clk(w_clk),
        .w_rst_n(w_rst_n),
        .w_data(w_data),
        .r_en(r_en),
        .r_clk(r_clk),
        .r_rst_n(r_rst_n),
        .r_data(fifo_r_data),
        .full(full),
        .empty(empty)
    );
    reg [DATA_SIZE-1:0] send_ram [0:DATA_SIZE-1];
    reg [DATA_SIZE-1:0] recv_ram [0:DATA_SIZE-1];
    initial begin
        for (i = 0; i < (DATA_SIZE); i = i + 1) begin
            send_ram[i] = i;  
        end
    end
    initial begin
        for (j = 0; j < (DATA_SIZE); j = j + 1) begin
            recv_ram[j] = 0;
        end
    end
    reg [DATA_SIZE-1:0] write_pointer;
    always @(posedge w_clk or negedge w_rst_n) begin
        if (!w_rst_n)
            write_pointer <= 0;
        else if (w_en && !full) begin
            w_data <= send_ram[write_pointer];
            write_pointer <= write_pointer + 1'b1;
        end
    end
    reg [DATA_SIZE-1:0] read_pointer;
    always @(posedge r_clk or negedge r_rst_n) begin
        if (!r_rst_n)
            read_pointer <= 0;
        else if (r_en && !empty) begin
            recv_ram[read_pointer] <= fifo_r_data;
            read_pointer <= read_pointer + 1'b1;
        end
    end
    assign r_data = fifo_r_data;
endmodule
module write_pointer #(parameter ADDR_SIZE = 4)
(
    output reg full,
    output [ADDR_SIZE-1:0] w_addr,
    output reg [ADDR_SIZE:0] w_ptr,
    input [ADDR_SIZE:0] r_ptr,
    input w_en,
    input wclk,
    input w_rst_n
);
    reg [ADDR_SIZE:0] bin;
    wire [ADDR_SIZE:0] gray_next, bin_next;
    bin_to_gray #(ADDR_SIZE+1) bin2gray (
        .bin(bin_next),
        .gray(gray_next)
    );
    assign bin_next = bin + (w_en & ~full);
    always @(posedge wclk or negedge w_rst_n) begin
        if (!w_rst_n) begin
            bin <= 0;
            w_ptr <= 0;
        end else begin
            bin <= bin_next;
            w_ptr <= gray_next;
        end
    end
    assign w_addr = bin[ADDR_SIZE-1:0];
    always @(posedge wclk or negedge w_rst_n) begin
        if (!w_rst_n) begin
            full <= 1'b0;
        end else begin
            full <= (gray_next == {~r_ptr[ADDR_SIZE:ADDR_SIZE-1], r_ptr[ADDR_SIZE-2:0]});
        end
    end
endmodule
### flow/run.sh
#!/bin/bash
# OpenROAD 26Q1-2900-gdf79404cd8, Yosys 0.63+post, stock flow scripts
make -C /OpenROAD-flow-scripts/flow DESIGN_CONFIG=/design/flow/config.mk WORK_HOME=/design/flow/orfs finish
### flow/config.mk
export PLATFORM = sky130hd
export DESIGN_NAME = top
export DESIGN_NICKNAME = top
export VERILOG_FILES = /design/flow/design.v
export SDC_FILE = /design/flow/constraint.sdc
export NUM_CORES = 4
export LEC_CHECK = 1
export CORE_UTILIZATION = 30
### flow/constraint.sdc
current_design top

set clk_period 3.2
set clk_io_pct 0.2

create_clock -name clk0 -period $clk_period [get_ports {r_clk}]
create_clock -name clk1 -period $clk_period [get_ports {w_clk}]

set non_clock_inputs [all_inputs -no_clocks]
set_input_delay [expr $clk_period * $clk_io_pct] -clock clk0 $non_clock_inputs
set_output_delay [expr $clk_period * $clk_io_pct] -clock clk0 [all_outputs]
==> commit_impl_results.txt <==
Record implementation results from latest flow run

- The flow ran to the end, and the final reports show no timing, DRC or antenna violations.
- Once the clock tree was built, the resizer swapped 0 gates to a different size.
- Antenna violation net count after detailed routing: 0
* Syn avg cell area: 15.5 um^2
* Worst Path Max Fanout: 7
- Final instance area: ~0.0032 mm^2
- Looking at the reg2reg group, the worst path ends at fifo_inst.read_pointer_inst.empty.
* GRT Util Overall: a little under a tenth
- # rows: 35
- Cell with the most instances after synthesis: dfrtp_1
- The report puts the cell count of the worst reg-to-reg path at 7.
- For this design the static power due to leakage is ~0.0012 uW.
* Power dissipated by switching net loads: slightly above 1000 uW
* Number of pins exceeding their max-slew limit in the final report: 0
- P_int: 2160 uW
- Max transition margin: between 50% and 60%
- Per the detail_route report, routed wire per instance is 13.4 um.
- Hold repair after CTS inserted 0 buffers.
- Post-CTS setup buffer count: 0
- The post-synth register bit count is 73.
* Netlist area before placement: about 0.0028 mm^2
- The initial antenna violation count came to 0.
- Unrepaired setup endpoints after global routing: no
- Total wirelength of the detailed-routed design: about 4.2 mm
- The script parses the final routing iteration and logs DRC violations as 0.
- Final setup violation count: 0
- Ranked by total cell area, the synthesized netlist is headed by dfrtp_1 (37%), edfxtp_1 (32%), xor2_1 (4.6%).
* Die span in x: ~99 um
- Ant diodes: 0
- In this run the cell area measured after placement is 0.00302 mm^2.
- Global placer's final weighted congestion: around 0.76
- In this run the count of I/O pins placed on the die edge is 14.
- Die span in y: 99.1 um
- Gate Count Post-Synth: approximately 180
* Setup skew after layout: 0.00645 ns
- Transition time at the pin with the least slew margin: 0.596 ns
- IR drop worst, VDD: 0.324 mV
- In this run the tools logged warnings totalling 27.
- Area leader, netlist: dfrtp_1
- Detailed placement HPWL: roughly 3 mm
- Total power normalized to cell area comes to between 1000 and 1500 mW/mm^2.
- The synthesis log from Yosys contains 5 warnings.
- Detailed routing inserted a total of 1366 vias.
- The synthesized netlist was found by Yosys to have roughly 180 cells.
- The worst hold path was traced through 0 stages.
- STA classifies the critical path endpoint as an output port.
* Clock tree sinks: 73
- In this run, synthesis inferred 30 flip-flops with an integrated enable.
* Count of buffers from port buffering: 7
- Per the OpenROAD floorplan log, the area of the die is ~0.0098 mm^2.
* Synthesis area per yosys: between 0.002 and 0.003 mm^2
- Synth Flop Type: dfrtp_1
- The setup path with the least slack is of type reg2out.
- Of all flip-flops after synthesis, the portion carrying an async set or reset was 58.9%.
* Endpoint required time on the critical path: roughly 2.6 ns
- Vias in the first global route: ~1400
* Slack of the worst reg-to-reg path: between 0.9 and 1 ns
* First-pass GRT wire length: between 6 and 7 mm
* Maximum number of pins on one net before global-route repair: 25
- Endpoint of the worst hold path: fifo_inst.r_ptr_sync[4]
- According to the floorplan report, the placeable core area is 0.00920 mm^2.
* Worst path cell trace: buf_4 -> mux2_2 -> o221ai_1 -> o21ai_0 -> clkdlybuf4s50_1
- Crit path launch type: register
- Most frequent cells after synthesis: dfrtp_1 (42), edfxtp_1 (30), xor2_1 (15), nand2_1 (10), nand3_1 (10)
- Looking at the power breakdown, the clock network takes 19.2% of the total.
* First-pass DRT Iterations: 4
* Top-area cell type share of the netlist area: 37.2%
* Switching share of total power: 32.2%
- According to the hold report, the worst path is of the reg2reg type.
* Share of layout cells above drive strength 1: 13.1%
- WP data arrival: just over 2 ns
- For the final routed database, the setup TNS stands at 0 ns.
- Delay of the slowest critical-path stage: roughly 0.50 ns
- Ratio of routed vias to standard cells: about 4.4
* TritonCTS clock tree: yes
- Slowest cell on crit path: dfrtp_1
- Relative contribution of sequential cells to total power: about half
- The number of different library cells used by synthesis comes to 30.
* Core occupancy in the finished layout: about a third
- Total overflow reported by the global router: 0
- Combinational fraction of design power: 31.3%
* Reg2Reg Launch Point: fifo_inst.read_pointer_inst.rbin[0]
- The floorplan step records an initial core utilization of a little under a third.
- The final timing report lists a hold violation count of 0.
- Area grow syn2layout: 12.2%
- Maxcap violations: 0
* Clock Pin Slew Worst Setup and Hold Paths: roughly 0.070 ns
* Seq/Total Area, Yosys: between 60% and 70%
- Violation count after the first detailed-routing iteration: about 47
* Hold wc startpoint: fifo_inst.r_ptr_1[4]
-- metal layers --
| metal | share of wire (%) | vias up | GRT usage (%) |
|---|---|---|---|
| met4 | 1.6 | 0 | 1.36 |
| met1 | 47 | 674 | 14.9 |
| met5 | 0 | - | 0 |
| met3 | 6.7 | 9 | 3.65 |
| li1 | - | 650 | - |
| met2 | 44 | 33 | 13.6 |
-- power by group through the flow --
stage | logic (uW) | registers, uW | clock network, uW
after CTS | 1020 | 1590 | 630
after global routing | 1120 | 1630 | 669
final | 997 | 1580 | 612
-- cell type report --
cell class                      count  area [um^2]
Fill cell                         877         6020
Sequential cell                    73         1980
Multi-Input combinational cell     99          783
Tap cell                          111          139
Clock buffer                        9          114
Timing Repair Buffer               11          100
Clock inverter                      3         45.0
Inverter                            4         15.0
-- flip-flops by register name (all words and copies together) (netlist names) --
name,flops
fifo_inst.read_pointer_inst.empty,1
fifo_inst.r_ptr_sync,5
fifo_inst.write_pointer_inst.full,1
fifo_inst.read_pointer_inst.rbin,4
fifo_inst.r_ptr_1,5
fifo_inst.mem,27
w_data,3
write_pointer,3
fifo_inst.w_ptr_1,5
fifo_inst.w_ptr_sync,5
fifo_inst.write_pointer_inst.w_ptr,5
fifo_inst.read_pointer_inst.r_ptr,5
fifo_inst.write_pointer_inst.bin,4
-- placed cells by master (no fill, tap or decap), drive strengths merged, types with 2 or more instances in the layout --
master,n
a21boi,2
a221oi,2
buf,4
clkbuf,9
clkdlybuf4s50,7
clkinvlp,2
conb,5
dfrtp,42
edfxtp,30
ha,6
inv,4
mux2,3
mux2i,3
mux4,3
nand2,10
nand2b,3
nand3,10
nor2,8
nor3,3
o21ai,3
o221ai,3
or3,5
xnor2,9
xor2,15
-- critical path: cells and delay by family (launching register included) --
kind	cells	cell delay (ns)
AND-OR/OR-AND	2	0.30
buffers and inverters	2	0.66
flip-flops	1	0.50
multiplexers	1	0.35
-- through the flow --
stage / instances / worst slack (ns) / power [uW] / hold WS, ns
6_report: 310 / 0.507 / 3190 / 0.348
5_1_grt: 310 / 0.344 / 3420 / 0.361
4_1_cts: 310 / 0.468 / 3230 / 0.353
3_5_place_dp: 298 / 0.383 / 2610 / 0.335
3_3_place_gp: 298 / 0.407 / 2600 / 0.334
2_1_floorplan: 186 / 0.875 / 2310 / 0.331
-- cells by family (layout without fill, tap and decap cells) --
family	Yosys count	count (layout)	synth area share, %
AND-OR/OR-AND	10	10	3.05
AND/OR/NAND/NOR	43	43	7.61
buffers and inverters	14	27	2.92
flip-flops	73	73	69.9
adder cells (fa/ha/maj)	6	6	2.65
other	1	5	0.133
XOR/XNOR	26	26	9.07
multiplexers	9	9	4.64
-- worst max path at each step --
stage	to	cells after the start	slack, ns	start
4_1_cts	r_data[2]	5	0.47	fifo_inst.read_pointer_inst.rbin[0]
5_1_grt	r_data[0]	5	0.34	fifo_inst.read_pointer_inst.rbin[0]
6_report	r_data[2]	5	0.51	fifo_inst.read_pointer_inst.rbin[0]
Power figures rest on the tool's default switching activity, not on a simulated workload.
